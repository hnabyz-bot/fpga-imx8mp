<file path="/design/flow/run.sh">
#!/bin/bash
# OpenROAD 26Q1-2900-gdf79404cd8, Yosys 0.63+post, stock flow scripts
make -C /OpenROAD-flow-scripts/flow DESIGN_CONFIG=/design/flow/config.mk WORK_HOME=/design/flow/orfs finish
</file>
<file path="/design/flow/config.mk">
export PLATFORM = sky130hd
export DESIGN_NAME = csi2_tx_dphy_stub
export DESIGN_NICKNAME = csi2_tx_dphy_stub
export VERILOG_FILES = /design/flow/design.v
export SDC_FILE = /design/flow/constraint.sdc
export NUM_CORES = 4
export LEC_CHECK = 1
export CORE_UTILIZATION = 30
</file>
<file path="/design/flow/constraint.sdc">
current_design csi2_tx_dphy_stub

set clk_period 3.9
set clk_io_pct 0.2

create_clock -name clk0 -period $clk_period [get_ports {clk}]

set non_clock_inputs [all_inputs -no_clocks]
set_input_delay [expr $clk_period * $clk_io_pct] -clock clk0 $non_clock_inputs
set_output_delay [expr $clk_period * $clk_io_pct] -clock clk0 [all_outputs]
</file>
<file path="/design/flow/design.v">
module csi2_tx_dphy_stub #(
    parameter integer LANES = 4
) (
    input  wire        clk,
    input  wire        rst_n,
    input  wire [7:0]  s_axis_tdata,
    input  wire        s_axis_tvalid,
    output wire        s_axis_tready,
    input  wire        s_axis_tlast,
    input  wire        s_axis_tuser,
    output wire        mipi_clk_p,
    output wire        mipi_clk_n,
    output wire [LANES-1:0] mipi_data_p,
    output wire [LANES-1:0] mipi_data_n
);
    localparam integer BITS_PER_BYTE = 8;
    reg [1:0]          lane_ptr_q;
    reg [7:0]          lane_shift   [0:LANES-1];
    reg [2:0]          lane_cnt     [0:LANES-1];
    reg                lane_active  [0:LANES-1];
    wire lane_available = (lane_active[lane_ptr_q] == 1'b0);
    assign s_axis_tready = lane_available;
    wire accept_byte = s_axis_tvalid && s_axis_tready;
    integer i;
    always @(posedge clk or negedge rst_n) begin
        if (!rst_n) begin
            lane_ptr_q <= 2'd0;
            for (i = 0; i < LANES; i = i + 1) begin
                lane_shift[i]  <= 8'hFF;
                lane_cnt[i]    <= 3'd0;
                lane_active[i] <= 1'b0;
            end
        end else begin
            if (accept_byte) begin
                lane_shift[lane_ptr_q]  <= s_axis_tdata;
                lane_cnt[lane_ptr_q]    <= BITS_PER_BYTE-1;
                lane_active[lane_ptr_q] <= 1'b1;
                lane_ptr_q              <= (lane_ptr_q == LANES-1) ? 2'd0 : lane_ptr_q + 1'b1;
            end
            for (i = 0; i < LANES; i = i + 1) begin
                if (lane_active[i]) begin
                    lane_shift[i] <= {lane_shift[i][6:0], 1'b0};
                    if (lane_cnt[i] == 3'd0) begin
                        lane_active[i] <= 1'b0;
                    end else begin
                        lane_cnt[i] <= lane_cnt[i] - 1'b1;
                    end
                end
            end
        end
    end
    reg [LANES-1:0] lane_bit_q;
    always @(posedge clk or negedge rst_n) begin
        if (!rst_n) begin
            lane_bit_q <= {LANES{1'b1}};
        end else begin
            for (i = 0; i < LANES; i = i + 1) begin
                lane_bit_q[i] <= lane_active[i] ? lane_shift[i][7] : 1'b1;  
            end
        end
    end
    assign mipi_clk_p = clk;
    assign mipi_clk_n = ~clk;
    assign mipi_data_p = lane_bit_q;
    assign mipi_data_n = ~lane_bit_q;
endmodule
</file>
==> results.cfg <==
; synthesis and place-and-route metrics
[worst_setup_path]
critical_path_s_slowest_cell = sky130_fd_sc_hd__clkdlybuf4s50_1
cp.buffers_inverters = 5
crit_path_max_fanout = 12
worst_ep_required_time_ns = 3.12
r2r-end = lane_shift[2][1]
cp_top_family = buffers and inverters
timing.critical_path.to = mipi_clk_n
rr_startpoint = lane_ptr_q[1]
timing.critical_path.cells = clkbuf_8, clkbuf_8, clkbuf_8, inv_1, clkdlybuf4s50_1
timing.critical_path.slowest_cell_delay_ns = 0.45
worst-r2r-setup-slack_ns = 1.48
timing.critical_path.from = clk
critPathKind = clk -> out
cpMostUsedCell = sky130_fd_sc_hd__clkbuf_8
worst_setup_path_end_kind = primary output
path_depth = 5
critPathLaunchType = clock port
number_of_cells_on_the_worst_reg_to_reg_path = 6
worstPathArrival_ns = 2.87

[timing]
finalWorstSetupSlack_ns = 0.246
clock-skew-final_ns = 0.0156
rsz0062_at_grt = no
report.final.slew_viol_count = 0
hold_violations = 0
timing.max_slew.rel_slack = 0.430
setup-violations-final = 0
worst_hold_slack_ns = 0.264
tightest_slew_ns = 0.855
setup-tns-final_ns = 0

[detailed_routing]
routedWlPerCell_um = 12.6
detail_route.iter0.violations = 96
drc_errors = 0
route.antenna.remaining_nets = 0
route.antenna.diode_count = 0
post_drt_via_cell_ratio = 4.77
num_vias = 1995
routed_wirelength_um = 5250
firstDrtPassIters = 4

[final_layout]
final_cell_area_um2 = 3270
layout-area-overhead-vs-synth_pct = 14.5
layoutNonFillerInstCount = 418
share_of_cells_above_drive_strength_1 = 0.242
seqCellArea_um2 = 1400
fillCellCount = 916
combGateArea_um2 = 1280
final_layout_top_logic_cell = sky130_fd_sc_hd__dfstp_2
fin_util = 0.354
final_cell_mix = sky130_fd_sc_hd__dfstp_2 (36), sky130_fd_sc_hd__o21ai_0 (28), sky130_fd_sc_hd__a21oi_1 (24)

[synthesis]
synth-seq-area-share = 0.489
syn_area_per_cell_um2 = 10.5
synth_cells = 272
ys_chip_area_um2 = 2860
synth.distinct_cells = 40
area_leader_share = 0.331
top_cells_by_area = sky130_fd_sc_hd__dfstp_2 (33%), sky130_fd_sc_hd__dfrtp_1 (16%), sky130_fd_sc_hd__ha_1 (5.3%)
yosys_warnings = 4
ys_seq_elements = 54
post-synth-top-area-cell = sky130_fd_sc_hd__dfstp_2
yosys-stat-cells = 272
post_synth_instance_area_um2 = 2860

[run]
max-cap-violations = 0
count_of_tool_warnings = 35

[global_routing]
global_route.usage.total = 0.115
number_of_global_route_vias_before_repair = 1997
most_used_layer_global_route = met2
grt_use_met3 = 0.0272
grt_pass1_wl_um = 9080
global_route.usage.met1 = 0.171
grt.overflow.total = 0
grt_max_degree = 39
grt_use_met2 = 0.179
antenna_violations_before_repair = 0

[outcome]
outcome = completed

[place]
numPortBuffers = 21
dpl_cell_area_um2 = 3140
gp_congestion = 0.725
dpl.hpwl_um = 3430
dp_cells = 407
dpl_worst_slack_ns = 0.707

[floorplan]
floorplan.die.height_um = 99.6
fp-row-count = 35
fp_util = 0.309
boundaryPins = 24
core-area_um2 = 9240
chip_area_um2 = 9910
die_width_um = 99.6

[clock_tree]
cts_tree = built
post_cts_buffers = 0
count_of_hold_buffers_inserted_by_post_cts_repair = 0
cts.clk_slew.worst_paths_ns = 0.11
post_cts.resized_instances = 0
insertion_delay_ns = 0.42

[power_and_ir_drop]
design_power_total_mw = 2.73
static-leakage-power_nw = 1.36
worst_ir_drop_vdd_v = 0.000292
power-per-cell-area_nw_per_um2 = 834

[min_path]
hold_path.class = in -> async
==> cell usage after synthesis (all sizes together) <==
| cell | n |
|---|---|
| a32o | 1 |
| o21a | 3 |
| ha | 12 |
| a21boi | 1 |
| dfrtp | 18 |
| and2 | 1 |
| nand2 | 15 |
| nor2b | 16 |
| dfstp | 36 |
| a31oi | 16 |
| a21oi | 24 |
| nor3 | 1 |
| nand2b | 6 |
| mux2i | 8 |
| a22oi | 4 |
| a21o | 1 |
| and3b | 1 |
| buf | 10 |
| mux2 | 15 |
| nand3 | 8 |
| a32oi | 3 |
| nor2 | 6 |
| nor3b | 1 |
| and4b | 1 |
| o221ai | 1 |
| a41oi | 1 |
| a211oi | 2 |
| clkbuf | 7 |
| o21ai | 30 |
| inv | 22 |
| a31o | 1 |
==> worst register-to-register path, stage by stage (launching register included) <==
cell                      delay (ns)
sky130_fd_sc_hd__dfrtp_1        0.40
sky130_fd_sc_hd__inv_1          0.10
sky130_fd_sc_hd__ha_1           0.49
sky130_fd_sc_hd__nand2_1        0.28
sky130_fd_sc_hd__a41oi_4        0.34
sky130_fd_sc_hd__nor2b_4        0.40
sky130_fd_sc_hd__mux2_4         0.33
==> sequential cells by signal (all words and copies together), names as in the netlist <==
name	cells
lane_shift	32
lane_cnt	12
lane_active	4
lane_bit_q	4
lane_ptr_q	2
==> how the worst min path moves through the flow <==
stage	from	end	slack, ns	cells after the start
after CTS	rst_n	lane_active[2]	0.27	1
after global routing	rst_n	lane_active[2]	0.27	1
final	rst_n	lane_active[2]	0.26	1
==> metal layers <==
metal	part of all wire	up-vias
li1	-	982
met2	0.44	30
met3	0.035	7
met4	0.014	0
met1	0.51	976
met5	0	-
==> logic make-up (layout without fill, tap and decap cells) <==
group / count (synthesis) / in the layout / share of synthesized area
AOI/OAI and AO/OA: 88 / 88 / 0.191
adders and majority gates: 12 / 12 / 0.0526
buffers and inverters: 39 / 56 / 0.0631
DFF: 54 / 54 / 0.489
muxes: 23 / 23 / 0.0964
and+or+nand+nor: 56 / 56 / 0.108
==> power by group <==
group	total, mW	internal (mW)	leakage, nW	switching [mW]
combinational	1.12	0.571	0.706	0.550
clock	0.435	0.229	0.0801	0.206
sequential	1.17	0.933	0.579	0.240
total	2.73	1.73	1.36	0.996
==> layout make-up <==
cell class,instances,share of cell area
clock buffers,11,0.0409
clock inverters,3,0.00650
inverters,21,0.0241
multi-input cells,179,0.391
flip-flops and latches,54,0.427
well taps,129,0.0493
repair buffers,21,0.0612
Power is estimated from default activity; no workload was simulated.
